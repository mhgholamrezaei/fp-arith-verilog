**design/flow/constraint.sdc**
```tcl
current_design multiplier_fp8

set clk_period 18.0
set clk_io_pct 0.2

create_clock -name clk0 -period $clk_period

set non_clock_inputs [all_inputs -no_clocks]
set_input_delay [expr $clk_period * $clk_io_pct] -clock clk0 $non_clock_inputs
set_output_delay [expr $clk_period * $clk_io_pct] -clock clk0 [all_outputs]
```
**design/flow/design.v**
```verilog
module multiplier_fp8 
#(
    parameter IMPL_TYPE = 0
)
(
    input wire [7:0] a,       
    input wire [7:0] b,       
    output wire [7:0] result   
);
    wire result_sign = a[7] ^ b[7];
    wire a_is_exception = (&a[6:4]);
    wire b_is_exception = (&b[6:4]);
    wire is_exception = a_is_exception | b_is_exception;
    wire a_is_zero = ~|a[6:4] & ~|a[3:0];
    wire b_is_zero = ~|b[6:4] & ~|b[3:0];
    wire a_is_nan = (&a[6:4]) & (|a[3:0]);
    wire b_is_nan = (&b[6:4]) & (|b[3:0]);
    wire is_nan = a_is_nan | b_is_nan | (a_is_zero & b_is_exception) | (b_is_zero & a_is_exception);
    wire [4:0] a_significand = (|a[6:4]) ? {1'b1, a[3:0]} : {1'b0, a[3:0]};
    wire [4:0] b_significand = (|b[6:4]) ? {1'b1, b[3:0]} : {1'b0, b[3:0]};
    wire [9:0] product;
    multiplier_nbit_full #(.WIDTH(5), .IMPL_TYPE(IMPL_TYPE)) u_multiplier (
        .A(a_significand),
        .B(b_significand),
        .P(product)
    );
    wire product_round = |product_normalised[9:0];
    wire is_normalised = product[9];
    wire [9:0] product_normalised = is_normalised ? product : product << 1;
    wire [4:0] product_mantissa;
    adder_nbit_cin #(.WIDTH(5)) u_mantissa_adder (
        .A({{1'b0}, {product_normalised[8:5]}}),
        .B({{4'b0}, {(product_normalised[4] & product_round)}}),
        .Cin(1'b0),
        .Sum(product_mantissa)
    );
    wire is_renormalized = product_mantissa[4] ? 1'b1 : 1'b0;
    wire is_zero = is_exception ? 1'b0 : (product_normalised[9:5] == 5'd0) ? 1'b1 : 1'b0;
    wire [3:0] sum_exponent;
    adder_nbit_cin #(.WIDTH(4)) u_exponent_adder (
        .A({1'b0, a[6:4]}),
        .B({1'b0, b[6:4]}),
        .Cin(1'b0),
        .Sum(sum_exponent)
    );
    wire [3:0] bias   = 4'hd;
    wire [1:0] k      = { (is_normalised & is_renormalized), (is_normalised ^ is_renormalized) };  
    wire [3:0] k_ext  = {2'b0, k};
    wire [3:0] exponent_tmp1;   
    wire [3:0] exponent;
    adder_nbit_cin #(.WIDTH(4)) u_exp_bias_adder (
        .A(sum_exponent),
        .B(bias),        
        .Cin(1'b0),
        .Sum(exponent_tmp1)
    );
    adder_nbit_cin #(.WIDTH(4)) u_exp_kext_adder (
        .A(exponent_tmp1),
        .B(k_ext),       
        .Cin(1'b0),
        .Sum(exponent)
    );
    wire exp_gt_7 = exponent[3] & ~exponent[2];    
    wire exp_eq_7 = ~exponent[3] & (&exponent[2:0]);  
    wire is_overflow = !is_zero & (exp_gt_7 | exp_eq_7);
    wire is_underflow = (exponent[3] & exponent[2] & !is_zero) ? 1'b1 : 1'b0;
    assign result = 
                    is_nan        ? {result_sign, 3'h7, 4'hF} :                     
                    is_overflow   ? {result_sign, 3'h7, 4'h0} :                 
                    is_underflow  ? {result_sign, 3'h0, 4'h0} :                         
                    is_zero       ? {result_sign, 7'h0} :                         
                    is_exception  ? {result_sign, 3'h7, 4'h0} :                   
                    {result_sign, exponent[2:0], product_mantissa[3:0]};       
endmodule
module adder_1bit #(
    parameter IMPL_TYPE = 0
)(
    input A,
    input B,
    input Cin,
    output Sum,
    output Cout
);
    generate
    if (IMPL_TYPE == 0) begin : impl_xor
        wire tmp;
        assign tmp = A ^ Cin;
        assign Cout = tmp ? B : Cin;
        assign Sum = tmp ^ B;
    end else if (IMPL_TYPE == 1) begin : impl_maj
        wire m1, m2, m3, nCin, nm1;
        maj3 inst1 (.A(A), .B(B), .C(Cin), .Y(m1));
        assign nm1 = ~m1;
        assign nCin = ~Cin;
        maj3 inst2 (.A(A), .B(B), .C(nCin), .Y(m2));
        maj3 inst3 (.A(m2), .B(nm1), .C(Cin), .Y(m3));
        assign Cout = m1;
        assign Sum = m3;
    end else begin : impl_unsupported
        initial begin
            $display("Unsupported implementation for adder_1bit: %d", IMPL_TYPE);
            $finish;
        end
    end
    endgenerate
endmodule
module adder_nbit_cin #(
    parameter WIDTH = 32,
    parameter IMPL_TYPE = 0
)(
    input [WIDTH-1:0] A,
    input [WIDTH-1:0] B,
    input Cin,
    output [WIDTH-1:0] Sum
);
    wire [WIDTH-1:0] Carry;
    adder_1bit #(
        .IMPL_TYPE(IMPL_TYPE)
    ) u_adder_1bit_0 (
        .A(A[0]),
        .B(B[0]),
        .Cin(Cin),      
        .Sum(Sum[0]),
        .Cout(Carry[0])
    );
    genvar i;
    generate
        for (i = 1; i < WIDTH; i = i + 1) begin : adder_chain
            adder_1bit #(
                .IMPL_TYPE(IMPL_TYPE)
            ) u_adder_1bit (
                .A(A[i]),
                .B(B[i]),
                .Cin(Carry[i-1]),
                .Sum(Sum[i]),
                .Cout(Carry[i])
            );
        end
    endgenerate
endmodule
module multiplier_nbit_full #(
    parameter WIDTH = 32,
    parameter IMPL_TYPE = 0
)(
    input  [WIDTH-1:0] A,   
    input  [WIDTH-1:0] B,   
    output [2*WIDTH-1:0] P  
);
    wire [2*WIDTH-1:0] acc [0:WIDTH-1];
    genvar i;
    generate
        assign acc[0] = B[0] ? {{WIDTH{1'b0}}, A} : {2*WIDTH{1'b0}};
        for (i = 1; i < WIDTH; i = i + 1) begin : multiplier_chain
            wire [2*WIDTH-1:0] partial_product;
            assign partial_product = B[i] ? ({{WIDTH{1'b0}}, A} << i) : {2*WIDTH{1'b0}};
            adder_nbit_cin #(.WIDTH(2*WIDTH), .IMPL_TYPE(IMPL_TYPE)) u_adder (
                .A(acc[i-1]),
                .B(partial_product),
                .Cin(1'b0),
                .Sum(acc[i])
            );
        end
    endgenerate
    assign P = acc[WIDTH-1];
endmodule
```
**design/flow/run.sh**
```bash
#!/bin/bash
# OpenROAD 26Q1-2900-gdf79404cd8, Yosys 0.63+post, stock flow scripts
make -C /OpenROAD-flow-scripts/flow DESIGN_CONFIG=/design/flow/config.mk WORK_HOME=/design/flow/orfs finish
```
**design/flow/config.mk**
```make
export PLATFORM = sky130hd
export DESIGN_NAME = multiplier_fp8
export DESIGN_NICKNAME = multiplier_fp8
export VERILOG_FILES = /design/flow/design.v
export SDC_FILE = /design/flow/constraint.sdc
export NUM_CORES = 4
export LEC_CHECK = 1
export CORE_AREA = 10 10 114 114
export DIE_AREA = 0 0 124 124
```
==> run notes <==
* setup-violating endpoint count in the final report: 0
* detailed-route DRC error count: 0
* post-route worst hold slack: 8125 ps
* number of antenna diodes: 0
* CP Capture Type: output port
* share of final-layout standard cells stronger than drive strength 1: 0.09633
* Min Clock Period, post-route: 15870 ps
* commonest cells in the netlist: sky130_fd_sc_hd__nand2_1, sky130_fd_sc_hd__xnor2_1, sky130_fd_sc_hd__ha_1, sky130_fd_sc_hd__nor2_1, sky130_fd_sc_hd__a21oi_1
* Max Cap Violations: 0
* final number of max-transition violations: 0
* Die Span X: 124 um
* Flop area: 0 um2
* Die Y: 124 um
* Largest type area fraction: 0.1089
* floorplan core area: 0.01042 mm2
* postcts setup bufs: 0
* largest net degree at the start of global routing: 16
* Tot Pwr: 157.7 uW
* num rows: 37
* fin worst setup slack: 2134 ps
* yosys stat chip area: 0.001494 mm2
* ranking of synthesized cells by area: sky130_fd_sc_hd__ha_1, sky130_fd_sc_hd__xnor2_1, sky130_fd_sc_hd__nand2_1
* relative slew slack: 0.5555
* count of clock-net buffers in the final layout: 0
* Startpoint Class: input port
* unrepaired setup endpoints after global routing: false
* number of design-rule violations left by the first detailed-router iteration: 108
* Post-synth seq share: 0
* antenna violations before repair: 0
* count of flip-flops and latches: 0
* Post-Syn Area per Cell: 7.323 um2
* GRT Residual Overflow: 0
* leading cell type by number of instances after synthesis: sky130_fd_sc_hd__nand2_1
* Layout Cell Area excl Fill: 0.001853 mm2
* final sum of negative setup slack: 0 ps
* via count of the first global-routing pass: 1446
* number of gates resized after cts: 0
* worst endpoint required time: 14400 ps
* wirelength, routed: 3563 um
* distinct lib cells: 65
* Filler Cell Count: 1155
* leakage power: 0.0006855 uW
* GRT Resource Usage Total: 0.04779
* first drt pass iteration count: 4
* per-cell via count in the routed design: 4.209
* Synth-to-Final Area Change: 24.04%
* Max VDD drop: 23.85 uV
* wire length of the first global-routing pass: 6389 um
* yosys cell count: 204
* Fmax achieved: 63.03 MHz
* cell type with the largest total area after synthesis: sky130_fd_sc_hd__ha_1
* Vias: 1490
* Total Die Area: 0.01538 mm2
* dpl hpwl: 3094 um
* GPL Wtd Cong: 0.7967
* post-route antenna net violation count: 0
* Largest stage delay, worst path: 780 ps
* pin slew with the least headroom to its limit: 658.1 ps
* Pre-Place Util: 0.1434
* number of top-level pins: 24
* number of buffers inserted by port buffering: 24
* master of the slowest instance on the critical path: sky130_fd_sc_hd__clkdlybuf4s50_1
* Tcrit/Tclk final: 0.8814
* maximum fanout count along the critical path: 15
* result of the run: finished clean
* Arrival @ worst endpoint: 12270 ps
* final tally of hold violations: 0
* cell area after synthesis: 0.001494 mm2
* Placement Setup Slack: 2152 ps
* cell count after synthesis: 204
* Syn. warnings: 1
* hold_buf cts: 0
* worst hold path class: in2out
* cell repeated most along the worst path: sky130_fd_sc_hd__ha_1
* total cell area at the placement stage: 0.001853 mm2
* power density over the cells: 85.08 mW/mm2
* routed wirelength normalized by instance count: 10.06 um
* total tool warning count: 33
* WS Path Type: in2out
where the power goes:
part	switching, uW	total (uW)	internal (uW)
sequential	0	0	0
clock	0	0	0
combinational	75.1	158	82.6
worst max-delay path, delay by kind of cell:
| kind | cells | cell delay (ps) |
|---|---|---|
| adder cells (fa/ha/maj) | 9 | 2360 |
| AND-OR/OR-AND | 12 | 2310 |
| buffers and inverters | 2 | 1280 |
| XOR/XNOR | 6 | 1280 |
| AND/OR/NAND/NOR | 5 | 930 |
| multiplexers | 1 | 470 |
layer usage:
metal,wire length [um],vias to the layer above,global-route usage
met5,0,-,0
li1,-,778,-
met1,1605,690,0.05916
met4,23,0,0.004317
met3,95,2,0.003214
met2,1839,20,0.09106
cells in the final DEF, fill, tap and decap left out, drive strengths merged, types with 2 or more instances in the layout:
cell type and instances:
a211oi 2, a21oi 13, a2bb2oi 2, a31o 3, a32oi 2, and2 7, clkdlybuf4s50 24, ha 13
inv 8, maj3 7, mux2 2, mux2i 3, nand2 23, nand2b 2, nand3 9, nand4 2
nor2 12, nor2b 5, nor3 8, o21ai 12, o221ai 2, o31ai 3, or3 2, or4 2
xnor2 18, xor2 10
path summary, 6_finish.rpt:
kind              slack, ps  cells after the start   endpoint  startpoint
setup / recovery       2130                     35  result[3]        a[3]
hold / removal         8120                      3  result[7]        b[7]
cell type report:
type                       instances  area, um2  share of cell area
inverter                           8      30.03             0.01621
multi-input combinational        186       1413              0.7623
tap                              136      170.2             0.09183
timing repair buffer              24      240.2              0.1296
through the flow:
stage,util,instances
2_1_floorplan,-,204
3_3_place_gp,0.1779,354
3_5_place_dp,0.1779,354
4_1_cts,0.1779,354
5_1_grt,0.1779,354
6_report,0.1779,354
kinds of logic (layout without fill, tap and decap cells):
family	count (synthesis)	after routing	synth area share
and+or+nand+nor	77	77	0.2554
AOI/OAI and AO/OA	54	54	0.2831
xor gates and xnor gates	29	29	0.1993
adders and majority gates	21	21	0.1700
buffers and inverters	18	32	0.05443
muxes	5	5	0.03769
No activity file was given, so power comes from the tool's default toggle rates.
