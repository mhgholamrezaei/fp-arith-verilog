--- ./design.v ---
module multiplier_fp16 
#(
    parameter IMPL_TYPE = 0
)
(
    input wire [15:0] a,       
    input wire [15:0] b,       
    output wire [15:0] result   
);
    wire result_sign = a[15] ^ b[15];
    wire a_is_exception = (&a[14:10]);
    wire b_is_exception = (&b[14:10]);
    wire is_exception = a_is_exception | b_is_exception;
    wire a_is_zero = ~|a[14:10] & ~|a[9:0];
    wire b_is_zero = ~|b[14:10] & ~|b[9:0];
    wire a_is_nan = (&a[14:10]) & (|a[9:0]);
    wire b_is_nan = (&b[14:10]) & (|b[9:0]);
    wire is_nan = a_is_nan | b_is_nan | (a_is_zero & b_is_exception) | (b_is_zero & a_is_exception);
    wire [10:0] a_significand = (|a[14:10]) ? {1'b1, a[9:0]} : {1'b0, a[9:0]};
    wire [10:0] b_significand = (|b[14:10]) ? {1'b1, b[9:0]} : {1'b0, b[9:0]};
    wire [21:0] product;
    multiplier_nbit_full #(.WIDTH(11), .IMPL_TYPE(IMPL_TYPE)) u_multiplier (
        .A(a_significand),
        .B(b_significand),
        .P(product)
    );
    wire product_round = |product_normalised[21:0];
    wire is_normalised = product[9];
    wire [21:0] product_normalised = is_normalised ? product : product << 1;
    wire [10:0] product_mantissa;
    adder_nbit_cin #(.WIDTH(11)) u_mantissa_adder (
        .A({{1'b0}, {product_normalised[20:11]}}),
        .B({{10'b0}, {(product_normalised[10] & product_round)}}),
        .Cin(1'b0),
        .Sum(product_mantissa)
    );
    wire is_renormalized = product_mantissa[10] ? 1'b1 : 1'b0;
    wire is_zero = is_exception ? 1'b0 : (product_normalised[21:10] == 11'd0) ? 1'b1 : 1'b0;
    wire [5:0] sum_exponent;
    adder_nbit_cin #(.WIDTH(6)) u_exponent_adder (
        .A({1'b0, a[14:10]}),
        .B({1'b0, b[14:10]}),
        .Cin(1'b0),
        .Sum(sum_exponent)
    );
    wire [5:0] bias   = 6'h31;
    wire [1:0] k      = { (is_normalised & is_renormalized), (is_normalised ^ is_renormalized) };  
    wire [5:0] k_ext  = {4'b0, k};
    wire [5:0] exponent_tmp1;   
    wire [5:0] exponent;
    adder_nbit_cin #(.WIDTH(6)) u_exp_bias_adder (
        .A(sum_exponent),
        .B(bias),        
        .Cin(1'b0),
        .Sum(exponent_tmp1)
    );
    adder_nbit_cin #(.WIDTH(6)) u_exp_kext_adder (
        .A(exponent_tmp1),
        .B(k_ext),       
        .Cin(1'b0),
        .Sum(exponent)
    );
    wire exp_gt_31 = exponent[5] & ~exponent[4];    
    wire exp_eq_31 = ~exponent[5] & (&exponent[4:0]);  
    wire is_overflow = !is_zero & (exp_gt_31 | exp_eq_31);
    wire is_underflow = (exponent[5] & exponent[4] & !is_zero) ? 1'b1 : 1'b0;
    assign result = 
                    is_nan        ? {result_sign, 5'h1F, 10'h3FF} :                     
                    is_overflow   ? {result_sign, 5'h1F, 10'h0} :                 
                    is_underflow  ? {result_sign, 5'h0, 10'h0} :                         
                    is_zero       ? {result_sign, 15'h0} :                         
                    is_exception  ? {result_sign, 5'h1F, 10'h0} :                   
                    {result_sign, exponent[4:0], product_mantissa[9:0]};       
endmodule
module adder_1bit #(
    parameter IMPL_TYPE = 0
)(
    input A,
    input B,
    input Cin,
    output Sum,
    output Cout
);
    generate
    if (IMPL_TYPE == 0) begin : impl_xor
        wire tmp;
        assign tmp = A ^ Cin;
        assign Cout = tmp ? B : Cin;
        assign Sum = tmp ^ B;
    end else if (IMPL_TYPE == 1) begin : impl_maj
        wire m1, m2, m3, nCin, nm1;
        maj3 inst1 (.A(A), .B(B), .C(Cin), .Y(m1));
        assign nm1 = ~m1;
        assign nCin = ~Cin;
        maj3 inst2 (.A(A), .B(B), .C(nCin), .Y(m2));
        maj3 inst3 (.A(m2), .B(nm1), .C(Cin), .Y(m3));
        assign Cout = m1;
        assign Sum = m3;
    end else begin : impl_unsupported
        initial begin
            $display("Unsupported implementation for adder_1bit: %d", IMPL_TYPE);
            $finish;
        end
    end
    endgenerate
endmodule
module adder_nbit_cin #(
    parameter WIDTH = 32,
    parameter IMPL_TYPE = 0
)(
    input [WIDTH-1:0] A,
    input [WIDTH-1:0] B,
    input Cin,
    output [WIDTH-1:0] Sum
);
    wire [WIDTH-1:0] Carry;
    adder_1bit #(
        .IMPL_TYPE(IMPL_TYPE)
    ) u_adder_1bit_0 (
        .A(A[0]),
        .B(B[0]),
        .Cin(Cin),      
        .Sum(Sum[0]),
        .Cout(Carry[0])
    );
    genvar i;
    generate
        for (i = 1; i < WIDTH; i = i + 1) begin : adder_chain
            adder_1bit #(
                .IMPL_TYPE(IMPL_TYPE)
            ) u_adder_1bit (
                .A(A[i]),
                .B(B[i]),
                .Cin(Carry[i-1]),
                .Sum(Sum[i]),
                .Cout(Carry[i])
            );
        end
    endgenerate
endmodule
module multiplier_nbit_full #(
    parameter WIDTH = 32,
    parameter IMPL_TYPE = 0
)(
    input  [WIDTH-1:0] A,   
    input  [WIDTH-1:0] B,   
    output [2*WIDTH-1:0] P  
);
    wire [2*WIDTH-1:0] acc [0:WIDTH-1];
    genvar i;
    generate
        assign acc[0] = B[0] ? {{WIDTH{1'b0}}, A} : {2*WIDTH{1'b0}};
        for (i = 1; i < WIDTH; i = i + 1) begin : multiplier_chain
            wire [2*WIDTH-1:0] partial_product;
            assign partial_product = B[i] ? ({{WIDTH{1'b0}}, A} << i) : {2*WIDTH{1'b0}};
            adder_nbit_cin #(.WIDTH(2*WIDTH), .IMPL_TYPE(IMPL_TYPE)) u_adder (
                .A(acc[i-1]),
                .B(partial_product),
                .Cin(1'b0),
                .Sum(acc[i])
            );
        end
    endgenerate
    assign P = acc[WIDTH-1];
endmodule
--- ./run.sh ---
#!/bin/bash
# OpenROAD 26Q1-2900-gdf79404cd8, Yosys 0.63+post, stock flow scripts
make -C /OpenROAD-flow-scripts/flow DESIGN_CONFIG=/design/flow/config.mk WORK_HOME=/design/flow/orfs finish
--- ./config.mk ---
export PLATFORM = sky130hd
export DESIGN_NAME = multiplier_fp16
export DESIGN_NICKNAME = multiplier_fp16
export VERILOG_FILES = /design/flow/design.v
export SDC_FILE = /design/flow/constraint.sdc
export NUM_CORES = 4
export LEC_CHECK = 1
export CORE_UTILIZATION = 40
--- ./constraint.sdc ---
current_design multiplier_fp16

set clk_period 40.6
set clk_io_pct 0.2

create_clock -name clk0 -period $clk_period

set non_clock_inputs [all_inputs -no_clocks]
set_input_delay [expr $clk_period * $clk_io_pct] -clock clk0 $non_clock_inputs
set_output_delay [expr $clk_period * $clk_io_pct] -clock clk0 [all_outputs]
==> ci_impl_report.md <==
### Metrics collected by this job

| Metric | Value |
|---|---|
| Starting DRT DRC Count | `638` |
| Fraction of layout cells with a size suffix above 1 | `7.942%` |
| DRC viols | `0` |
| Slew at the pin closest to its max-slew limit | `0.8453 ns` |
| Final Cell Area | `8875 sq um` |
| Placed Cells | `1441` |
| CP Depth | `82` |
| Slew headroom | `43.65%` |
| First-pass GRT wire length | `38.17 mm` |
| DR WL/cell | `15.74 um` |
| Gp weighted congestion | `0.8846` |
| Post-CTS Hold Fix Bufs | `0` |
| Synth Area in XOR/XNOR | `20.09%` |
| Part of the cycle the worst path needs | `86.51%` |
| Grt ovf | `0` |
| Crit path buf inv count | `10` |
| Setup TNS | `0 ns` |
| Top cells by count, synth | `159 x nand2_1, 90 x nor2_1, 87 x xnor2_1, 58 x a21oi_1, 56 x clkbuf_1` |
| Cells resized by post-CTS repair | `0` |
| Antenna cell count | `0` |
| Register area | `0 sq um` |
| Yosys warning count | `1` |
| Highest Clock Rate | `0.02847 GHz` |
| Post-route minimum period | `35.12 ns` |
| Cell Type Count | `107` |
| Top Family by Delay on Critical Path | `adder cells` |
| Top cell area share | `9.222%` |
| Area Growth Syn to Fin | `7.405%` |
| Synth Instances | `1183` |
| Postcts setup bufs | `0` |
| And+or+nand+nor area frac | `28.03%` |
| Tool warning count | `44` |
| Adder Area Share | `11.87%` |
| Crit-path slowest cell | `fa_1` |
| Logic area | `7730 sq um` |
| Routed WL | `22.68 mm` |
| Outcome | `completed` |
| Worst path required time | `32.48 ns` |
| Max-slew violations | `0` |
| Post-synth seq share | `0%` |
| Antenna-violating nets left | `0` |
| Cell area after placement | `8875 sq um` |
| Ys cells | `1183` |
| Mux cell area share | `2.256%` |
| Yosys aoi share | `31.30%` |
| Filler cells | `2074` |
| Worst setup SP type | `input port` |
| Initial antenna violation count | `0` |
| Fin cells | `1441` |
| Core footprint | `20230 sq um` |
| Detailed-route via count | `8376` |
| Top non-seq family | `AND-OR/OR-AND gates` |
| Hold violation count in the final report | `0` |
| Critical path type | `in -> out` |
| WHS | `17.17 ns` |
| Setup crit end | `result[13]` |
| Most numerous cell in the Yosys netlist | `nand2_1` |
| Syn Area/Cell | `6.985 sq um` |
| Vias in the first global route | `7733` |
| Post-Syn Area | `8263 sq um` |
| # IOs | `48` |
| GR Util All Layers | `21.95%` |
| Crit-path max cell delay | `0.72 ns` |
| Site Rows | `52` |
| Area leader, netlist | `xnor2_1` |
| Number of clock-tree buffers in the layout | `0` |
| Main area contributors | `xnor2_1 9.2%, nand2_1 7.2%, ha_1 5.3%` |
| Setup crit start | `a[1]` |
| Unrepaired setup endpoints after global routing | `no` |
| CP arrival | `27.00 ns` |
| Die Y | `145.7 um` |
| Hold crit path type | `in -> out` |
| Maxcap violations | `0` |
| CP Capture Type | `primary output` |
| Yosys chip area | `8263 sq um` |
| FP Core Util | `40.84%` |
| Seq cells | `0` |
| Chip Area | `21240 sq um` |
| Hpwl dp | `16.92 mm` |
| Port Buffers | `48` |
| Final setup viols | `0` |
| Vias per cell | `5.813` |
| Die W | `145.7 um` |
| CP max FO | `34` |
| Largest net degree at the start of global routing | `41` |
| DRT Pass-1 Iters | `5` |
## metal layers
metal	global-route usage [%]	part of all wire, %	vias to the layer above
li1	-	-	4345
met1	32.76	50	3827
met2	35.67	44	189
met3	2.176	5.0	15
met4	2.053	0.77	0
met5	0	0	-
## layout make-up
type	count	share of cell area, %
inverter	45	1.903
multi-input combinational	1057	87.10
timing repair buffer	69	7.190
tap	270	3.807
## cells in the final DEF, fill, tap and decap left out, types with 25 or more instances in the layout
cell type        count
o21ai_0             48
and2_1              42
ha_1                35
nor2_1              90
nor3_1              25
nand2_1            159
xnor2_1             87
xor2_1              35
clkdlybuf4s50_1     48
inv_1               45
nand3_1             37
a21oi_1             58
## worst min-delay path by stage
stage | start | endpoint | slack, ns | cells past startpoint
CTS | a[15] | result[15] | 17.17 | 3
global route | a[15] | result[15] | 17.21 | 3
finish | a[15] | result[15] | 17.17 | 3
## per-stage QoR
step | util (%) | worst slack [ns]
4_1_cts | 43.86 | 5.453
3_3_place_gp | 43.86 | 5.765
6_report | 43.86 | 5.476
3_5_place_dp | 43.86 | 5.522
5_1_grt | 43.86 | 3.688
2_1_floorplan | - | 7.991
## logic make-up after synthesis
logic type | Yosys count
compound gates | 348
xor+xnor | 149
fa+ha+maj | 77
buf+inv | 126
mux | 18
simple gates | 465
## worst min-delay path, cell delays in order
cell and delay, ns:
clkdlybuf4s50_1 0.47, xor2_1 0.06, clkdlybuf4s50_1 0.41
